--- design.v ---
module fifo	
#(								  	
parameter WIDTH = 8
)
(                               
input  wire        CLK,         
input  wire        RST,         							
input  wire              FI_STB,      
input  wire  [WIDTH-1:0] FI_DAT,      
output wire              FI_BSY,                           
output wire              FO_STB,      
input  wire              FO_ACK,      
output wire  [WIDTH-1:0] FO_DAT    
);                              
reg   [WIDTH-1:0] ff_dat [0:15];
reg   [3:0] ff_sel;
wire		ff_in_busy;
reg         ff_out_stb;
integer     ff_state;
assign FI_BSY     = ff_in_busy;
assign FO_STB     = ff_out_stb;
assign ff_in_busy = (ff_state==4);
always @(posedge CLK or posedge RST)
 if(RST) 
    begin
		ff_state     <= 0;
		ff_sel       <= 4'hF;
		ff_out_stb   <= 1'b0;
	end	
 else casex(ff_state)
0:  begin
	 ff_sel      <=                  4'hF;
	 ff_out_stb  <=                  1'b0;
	 ff_state    <=                     1;
    end
1: if(FI_STB) 		  
	begin
	 ff_sel      <=         ff_sel + 1'b1;
	 ff_out_stb  <=                  1'b1;
	 ff_state    <=                     2;
    end
2: if(FI_STB && FO_ACK) 		  
	begin
	 ff_sel      <=                ff_sel;
	 ff_out_stb  <=                  1'b1;
	 ff_state    <=                     2;
    end
   else if(FI_STB)	
	begin
	 ff_sel      <=         ff_sel + 1'b1;
	 ff_out_stb  <=                  1'b1;
	 ff_state    <=                     3;
    end
   else if(FO_ACK)	
	begin
	 ff_sel      <=         ff_sel - 1'b1;
	 ff_out_stb  <=                  1'b0;
	 ff_state    <=                     1;
    end
3: if(FI_STB && FO_ACK) 		  
	begin
	 ff_sel      <=                ff_sel;
	 ff_out_stb  <=                  1'b1;
	 ff_state    <=                     3;
    end
   else if(FI_STB)	
	begin
	 ff_sel      <=         ff_sel + 1'b1;
	 ff_out_stb  <=                  1'b1;
	 ff_state    <= (ff_sel>=14)? 4:3;
    end
   else if(FO_ACK)	
	begin
	 ff_sel      <=         ff_sel - 1'b1;
	 ff_out_stb  <=                  1'b1;
	 ff_state    <= (ff_sel<=1)?      2:3;
    end
4: if(FI_STB && FO_ACK) 		  
	begin
	 ff_sel      <=                ff_sel;
	 ff_out_stb  <=                  1'b1;
	 ff_state    <=                     4;
    end
   else if(FO_ACK)	
	begin
	 ff_sel      <=         ff_sel - 1'b1;
	 ff_out_stb  <=                  1'b1;
	 ff_state    <= (ff_sel>=14)? 4:3;
    end
default: ff_state <= 0;
endcase
always @(posedge CLK)
 if(FI_STB & ~ff_in_busy) begin 
	                   ff_dat[4'h0] <= FI_DAT;
	                   ff_dat[4'h1] <= ff_dat[4'h0];
	                   ff_dat[4'h2] <= ff_dat[4'h1];
	                   ff_dat[4'h3] <= ff_dat[4'h2];
	                   ff_dat[4'h4] <= ff_dat[4'h3];
	                   ff_dat[4'h5] <= ff_dat[4'h4];
	                   ff_dat[4'h6] <= ff_dat[4'h5];
	                   ff_dat[4'h7] <= ff_dat[4'h6];
	                   ff_dat[4'h8] <= ff_dat[4'h7];
	                   ff_dat[4'h9] <= ff_dat[4'h8];
	                   ff_dat[4'hA] <= ff_dat[4'h9];
	                   ff_dat[4'hB] <= ff_dat[4'hA];
	                   ff_dat[4'hC] <= ff_dat[4'hB];
	                   ff_dat[4'hD] <= ff_dat[4'hC];
	                   ff_dat[4'hE] <= ff_dat[4'hD];
	                   ff_dat[4'hF] <= ff_dat[4'hE];
                      end					   
assign                FO_DAT = ff_dat[ff_sel];
endmodule
module M1_ONP(
    input clk, rst,
    input [3:0] in_data,             
    input wr_data,                  
    input rd_data_fifo,             
    output wire ready_fifo,
    output wire [3:0] o_data_fifo
    );
    parameter addition  = 4'hA;          
    parameter subtraction  = 4'hB;        
    parameter multiplication  = 4'hC;           
    parameter equal  = 4'hD;            
    parameter left_bracket  = 4'hE;        
    parameter right_bracket  = 4'hF;       
    parameter idle = 3'd0, out_queue = 3'd1, stack_queue = 3'd2, push_stack = 3'd3, pop_stack = 3'd4; 
    reg [3:0] counter;                    
    reg [2:0] state;  
    reg [2:0] next_state;
	reg [3:0] dane;
    reg [3:0] stos [0:15];
    reg wr_fifo;
    reg [3:0] dane_fifo;
    wire we_fifo_ready;
    reg we_fifo_rd;
    wire [3:0] we_fifo_data;
    reg brackets;    
    always@(posedge clk or posedge rst) begin
        if (rst)
            brackets = 0;
        else if (we_fifo_rd && dane == right_bracket)    
            brackets = 1;
        else if (state == pop_stack)
                if (stos[counter-1] == left_bracket)    
                    brackets = 0;                     
     end
    wire pop_stack_operator = (brackets) || ( 
                                (counter > 0) && ( stos[counter-1] !=left_bracket) && (stos[counter-1][3:1] >= dane[3:1] &&  (dane >= addition || dane <= multiplication) ||  
                                (dane == equal)));
    always@(posedge clk or posedge rst) begin
        if (rst)
            state <= idle;
        else
            state <= next_state;
    end
    always@(posedge clk or posedge rst) begin
        if (rst)
            counter <= 4'd0;
        else
            if (state == push_stack)
                counter <= counter + 1;
            else if(state == pop_stack)
                counter <= counter - 1;
    end
    integer k;   
    always@(posedge clk or posedge rst) begin
        if (rst)
            for(k = 0; k < 32 ; k = k+1)
                stos[k] <= 0;
        else if (state == push_stack) 
            stos[counter] <= dane;
    end
    always@* begin
        case (state)
            idle : 
                if (we_fifo_rd)
                    if (dane < 4'hA)
                        next_state = out_queue;                 
                    else
                        next_state = stack_queue;               
                else
                    next_state = idle;
            out_queue :
                next_state = idle;
            stack_queue :
                if (pop_stack_operator) 
                    next_state = pop_stack;
                else
                    if (dane == equal)
                        next_state = out_queue;
                    else
                        next_state = push_stack;
            push_stack :
                next_state = idle;
            pop_stack :
                if (stos[counter-1] == left_bracket)
                    next_state = idle;
                else
                    next_state = stack_queue;
            default : next_state = idle;
        endcase
    end
    always @(posedge clk or posedge rst) begin
        if (rst)
            wr_fifo <= 0;
        else if (state==out_queue) begin
            dane_fifo <= dane;
            wr_fifo <= 1;
        end
        else if (state==pop_stack) begin
            if (stos[counter-1] != left_bracket) begin
                dane_fifo <= stos[counter-1];
                wr_fifo <= 1;
            end
        end
        else
            wr_fifo <= 0;
    end
    always@(posedge clk or posedge rst) begin
        if (rst) 
            we_fifo_rd <= 0;
        else if (state == idle && next_state == idle && we_fifo_ready) begin
            we_fifo_rd <= 1;
            dane <= we_fifo_data;
        end
        else
            we_fifo_rd <= 0;
    end
fifo 
    #(								  
     .WIDTH(4)
    ) 
    FIFO_WE (
     .CLK(clk),
     .RST(rst),
     .FI_STB(wr_data),
     .FI_DAT(in_data),
     .FI_BSY(),
     .FO_STB(we_fifo_ready),
     .FO_ACK(we_fifo_rd),
     .FO_DAT(we_fifo_data)
    );
fifo 
    #(								  
     .WIDTH(4)
    ) 
    FIFO_WY (
     .CLK(clk),
     .RST(rst),
     .FI_STB(wr_fifo),
     .FI_DAT(dane_fifo),
     .FI_BSY(),
     .FO_STB(ready_fifo),
     .FO_ACK(rd_data_fifo),
     .FO_DAT(o_data_fifo)
    );
endmodule
--- run.sh ---
#!/bin/bash
# OpenROAD 26Q1-2900-gdf79404cd8, Yosys 0.63+post, stock flow scripts
make -C /OpenROAD-flow-scripts/flow DESIGN_CONFIG=/design/flow/config.mk WORK_HOME=/design/flow/orfs finish
--- config.mk ---
export PLATFORM = sky130hd
export DESIGN_NAME = M1_ONP
export DESIGN_NICKNAME = M1_ONP
export VERILOG_FILES = /design/flow/design.v
export SDC_FILE = /design/flow/constraint.sdc
export NUM_CORES = 4
export LEC_CHECK = 1
export CORE_UTILIZATION = 50
--- constraint.sdc ---
current_design M1_ONP

set clk_period 4.7
set clk_io_pct 0.2

create_clock -name clk0 -period $clk_period [get_ports {clk}]

set non_clock_inputs [all_inputs -no_clocks]
set_input_delay [expr $clk_period * $clk_io_pct] -clock clk0 $non_clock_inputs
set_output_delay [expr $clk_period * $clk_io_pct] -clock clk0 [all_outputs]
==> CHANGELOG.md <==
### Metrics

- Result of the run: finished, final reports clean
- Largest area contributor in the netlist: sky130_fd_sc_hd__edfxtp_1
- Net switching share of the total power: 0.241
- Chip Area: about 0.021 mm2
- Part of the cycle the worst path needs: 0.879
- Max Slew Vio Count: 0
- Post-CTS Repair Setup Buffers: 0
- Layout-stage area growth over the synthesis result: 10.6%
- Clk buf depth: 3
- Global-route usage over all layers: 0.216
- Commonest cells in the netlist: sky130_fd_sc_hd__edfxtp_1, sky130_fd_sc_hd__dfrtp_1, sky130_fd_sc_hd__nand2_1
- Number of antenna violations at the first check in global routing: 1
- Dominant cell by count in the synthesized netlist: sky130_fd_sc_hd__edfxtp_1
- Transition time at the pin with the least slew margin: 823 ps
- Post-synthesis instance area: 0.0103 mm2
- TritonCTS clock tree: yes
- Hold buffer count at cts: 0
- Longest individual stage delay on the worst path: 630 ps
- Mean Syn Cell Area: 12.8 um2
- Library cell contributing the largest single delay on the critical path: sky130_fd_sc_hd__ha_1
- Internal Power: 3.49 mW
- Fraction of synthesized cell area taken by the top area cell type: 0.398
- Series of cell instances along the critical path: ha_1, a22o_1, a221oi_1, mux4_2, a31oi_1, clkdlybuf4s50_1
- H-Tree Level Count: 1
- Crit path max-delay family: adder cells
- Seq pwr share: 0.492
- Data required time at the worst endpoint: 3760 ps
- Detailed Place HPWL: 12800 um
- Total number of warnings across the stage logs: 38
- Clock net sink count: between 200 and 250
- RR Endpoint: state[4]$_DFF_PP0_
- Setup TNS: 0 ps
- Startpoint of the most critical register-to-register path: counter[0]$_DFFE_PP0P_
- Crit Path Max Fanout: 18
- Worst reg2reg setup slack: 930 ps
- I/O pin cnt: 13
- Skew final: 17.5 ps
- Switching pwr: 1.11 mW
- Count of buffering cells on the critical path with inverters included: 1
- Antenna Cells: 0
- Last weighted congestion value of the routability-driven placer: 0.895
- Remaining Overflow, GRT: 0
- Hold Path Stages: 0
- Tally of buffers added on design ports: 12
- Setup-failing EPs final: 0
- Overall routed net length: 20400 um
- Max frequency: approximately 240 MHz
- Root buffer cell: sky130_fd_sc_hd__clkbuf_16
- Floorplan utilization: 0.509
- DR vias/cell: 6.04
- Area after detailed placement: 0.0106 mm2
- Synth async-reset ratio: 0.411
- Leakage power: 4.29 nW
- Synth Seq Share: 0.630
- Total non-filler cell area in the finished layout: approximately 0.011 mm2
- Maximum number of pins on one net before global-route repair: around 66
- Hold Worst Slack: 414 ps
- Most common reg cell: sky130_fd_sc_hd__edfxtp_1
- Total placed cells including tap cells: 1045
- Startpoint type of the worst setup path: flip-flop
- Clock network latency to the later pin of the worst-skew pair: approximately 500 ps
- Num rows: 52
- Post-DRT Antenna Nets: 0
- Number of different library cells in the post-synthesis netlist: 76
- Remaining max-slew budget at the tightest pin: 0.451
- Relative contribution of the clock network to total power: 0.392
- DRC violations left: 0
- Initial DRT Pass Iterations: 5
- Max_cap viols: 0
- Endpoint of the worst hold-timing path: FIFO_WY.ff_dat[0][0]$_DFFE_PP_
- Endpoint type of the worst setup path: output port
- Cell types with the largest area share after synthesis: sky130_fd_sc_hd__edfxtp_1, sky130_fd_sc_hd__dfrtp_1, sky130_fd_sc_hd__mux2_2
- Worst Min Path Start: dane_fifo[0]$_DFFE_PP_
- Post-cts gate resize count: 0
- Final cell count without fillers: 1090
- Cell count of the worst reg-to-reg path: 13
- Final worst-path setup slack: 570 ps
- Fraction of final layout cells sized beyond drive strength 1: 0.140
- Post-Place Setup Slack: 993 ps
- Post-detailed-route wirelength per cell: 18.7 um
- Maximum vdd ir drop: 0.232 mV
- CP Data Arrival Time: 3190 ps
- Combinational Power Share: 0.116
- Mapped Cells: 803
- Worst hold path class: reg2reg
- Core outline area: just over 0.02 mm2
- Post-CTS clock slew at the launch and capture registers of the worst setup and hold paths: 60 ps
- Die boundary width: between 100 and 150 um
- Total power consumption of the routed design: between 4 and 5 mW
- DR vias: around 6600
- Chip area in the Yosys report: 0.0103 mm2
- Number of hold-slack violations in the final timing report: 0
- Register bit total from synthesis: 231
- RSZ-0062 raised after global routing: false
- First-pass GRT wire length: 34400 um
- Yosys cell count: 803
- Die Y-Extent: 145 um
- Number of buffers inserted during clock tree synthesis: 25
- Number of enable flip-flop cells: 136
- Setup Crit Path Kind: reg2out
- Post-route minimum period: 4130 ps
- Yosys warns: 4
- Power per cell area: 405 mW/mm2
- Iter 0 DRT Violations: 554
- Final core utilization: 0.563
- Vias in the first global route: about 6600
-- sequential cells by signal (all words and copies together), names as in the netlist --
register / cells
counter: 4
FIFO_WY.ff_out_stb: 1
FIFO_WY.ff_state: 4
FIFO_WE.ff_dat: 64
state: 5
FIFO_WE.ff_state: 5
FIFO_WE.ff_sel: 4
brackets: 1
FIFO_WY.ff_sel: 4
we_fifo_rd: 1
dane: 4
FIFO_WE.ff_out_stb: 1
dane_fifo: 4
FIFO_WY.ff_dat: 64
stos: 64
wr_fifo: 1
-- metal layers --
layer | global-route usage | up-vias | share of wire
met3 | 0.0555 | 28 | 0.075
met5 | 0 | - | 0.00064
li1 | - | 3069 | -
met1 | 0.378 | 3247 | 0.46
met2 | 0.303 | 241 | 0.45
met4 | 0.0395 | 2 | 0.016
-- layout make-up --
class,instances,area (um2)
fillers,1595,8810
flip-flops and latches,231,6470
multi-input cells,503,3530
clock buffers,39,728
well taps,270,338
repair buffers,19,173
inverters,22,83.8
clock inverters,6,31.3
-- cell families (layout without fill, tap and decap cells) --
logic type | Yosys count | after routing | share of synthesized area
muxes | 62 | 62 | 0.0707
and+or+nand+nor | 195 | 195 | 0.0899
buffers and inverters | 69 | 86 | 0.0274
xor gates and xnor gates | 7 | 7 | 0.00780
DFF | 231 | 231 | 0.630
adders and majority gates | 19 | 19 | 0.0231
other | 1 | 1 | 0.000365
AOI/OAI and AO/OA | 219 | 219 | 0.150
-- how the worst max path moves through the flow --
stage / from / end / cells after the start
4_1_cts: FIFO_WY.ff_sel[1]$_DFFE_PP1P_ / o_data_fifo[1] / 6
5_1_grt: FIFO_WY.ff_sel[1]$_DFFE_PP1P_ / o_data_fifo[1] / 6
6_report: FIFO_WY.ff_sel[1]$_DFFE_PP1P_ / o_data_fifo[1] / 6
-- layout by cell type (no fill, tap or decap), drive strengths merged, types with 3 or more instances in the layout --
cell,instances
dfstp,10
mux2i,14
a22o,15
mux4,4
nor4,4
a31oi,8
a221oi,13
buf,7
o21ai,66
nand2,79
a21oi,32
a32oi,3
nand2b,5
ha,19
xnor2,3
edfxtp,136
mux2,44
o22a,3
xor2,4
a222oi,20
clkdlybuf4s50,12
o22ai,7
nor2,46
o21a,4
clkbuf,39
inv,21
a211oi,4
and2,4
a22oi,16
nor3,10
nand3,19
or3,3
clkinv,7
nor2b,10
dfrtp,85
-- power groups by stage --
stage                 clock network (mW)  logic, mW  registers (mW)
after CTS                           1.85      0.537            2.26
after global routing                1.94      0.598            2.27
final                               1.80      0.532            2.26
No activity file was given, so power comes from the tool's default toggle rates.
