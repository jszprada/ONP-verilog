<file path="./config.mk">
export PLATFORM = sky130hd
export DESIGN_NAME = M2_ALU
export DESIGN_NICKNAME = M2_ALU
export VERILOG_FILES = /design/flow/design.v
export SDC_FILE = /design/flow/constraint.sdc
export NUM_CORES = 4
export LEC_CHECK = 1
export CORE_UTILIZATION = 50
</file>
<file path="./constraint.sdc">
current_design M2_ALU

set clk_period 7.0
set clk_io_pct 0.2

create_clock -name clk0 -period $clk_period [get_ports {clk}]

set non_clock_inputs [all_inputs -no_clocks]
set_input_delay [expr $clk_period * $clk_io_pct] -clock clk0 $non_clock_inputs
set_output_delay [expr $clk_period * $clk_io_pct] -clock clk0 [all_outputs]
</file>
<file path="./design.v">
module stack
(
	input	wire				CLK,
	input	wire				RST,
	input	wire				PUSH_STB,
	input	wire [31:0]	PUSH_DAT,
	output	wire				PUSH_ACK,
	output	wire				POP_STB,
	output	wire [31:0]	POP_DAT,
	input	wire				POP_ACK
);
reg	[4:0] push_ptr;
reg [31:0]	RAM[0:15];
wire full	= push_ptr[4];
always@(posedge CLK or posedge RST)
	if(RST)
	begin
	push_ptr <= 4'h0;
	end
  else if(PUSH_STB & ~full) 
	begin
	push_ptr <= push_ptr + 4'd1;
	RAM[push_ptr] <= PUSH_DAT;
	end
  else if(POP_STB)
	begin
	push_ptr <= push_ptr - 4'd1;
	end
assign POP_STB		=	POP_ACK;
assign	POP_DAT		=	RAM[push_ptr-1];
assign	PUSH_ACK	=	PUSH_STB & ~full;
endmodule
module M2_ALU(
    input  clk, rst,
    input wire [3:0] i_data,                 
    input wire i_data_ready,                 
    output wire ack_data,                    
    output signed[31:0] o_result,
    output o_result_ready
    );
    parameter addition  = 4'hA;          
    parameter subtraction  = 4'hB;        
    parameter multiplication  = 4'hC;           
    parameter equal  = 4'hD;            
    reg [3:0] actual_operator; 
    reg push_stb_stack ;
	reg pop_ack_stack;
    reg [31:0] push_data_stack;
    wire push_ack_stack;
    wire pop_stb_stack;
    wire [31:0] pop_data_stack;
    parameter sprawdzenie = 3'd0, push_stack = 3'd1, push_stack_ready = 3'd2, pop_stack = 3'd3, pop_stack_ready = 3'd4, calculate = 3'd5;
    reg [2:0] state ;
    reg [2:0] next_state ;
    parameter POP_RESULT = 2'd1, POP_DATA = 2'd2;
    reg [1:0] POP_TYPE;     
    reg [1:0] COUNTER ;
    reg wynik_gotowy; 
    reg signed [31:0] data_a, data_b;
    reg signed [31:0] wynik ;
    assign o_result = data_a;
    assign o_result_ready = wynik_gotowy;
    always@(posedge clk or posedge rst) begin
        if (rst)
            state <= sprawdzenie;
        else
            state <= next_state;
    end
    reg ack_fifo; 
    assign ack_data = ack_fifo;
    always@(posedge clk or posedge rst) begin
        if (rst) 
            ack_fifo <= 0;
        else if (state == sprawdzenie && i_data_ready)
            ack_fifo <= 1;
        else
            ack_fifo <= 0;
    end
    always@* begin
        case (state)
            sprawdzenie : begin
                wynik_gotowy = 0;
                if (i_data_ready) begin
                    if (i_data < addition)                       
                        next_state = push_stack;
                    else if ( i_data < equal )begin             
                        actual_operator = i_data;
                        next_state = pop_stack;
                        POP_TYPE = POP_DATA;
                    end
                    else if (i_data == equal) begin             
                        POP_TYPE = POP_RESULT;
                        next_state = pop_stack;
                    end
                end
            end
            pop_stack :
                next_state = pop_stack_ready;
            pop_stack_ready :
                if (pop_stb_stack)begin                             
                    if (COUNTER == POP_TYPE) begin                  
                        if (POP_TYPE == POP_DATA)                  
                            next_state = calculate;
                        else begin                                
                            wynik_gotowy = 1;
                            next_state = sprawdzenie;
                        end
                    end
                    else
                        next_state = pop_stack;
                end
            push_stack :
                    next_state = push_stack_ready;
            push_stack_ready :
                if (push_ack_stack)
                    next_state = sprawdzenie;
           calculate :
                next_state = push_stack;
            default :
                next_state = sprawdzenie;
        endcase
    end
    always@(posedge clk or posedge rst) begin
        if (rst)
            push_stb_stack <= 0;
        else if (state == push_stack)
            push_stb_stack <= 1;
        else
            push_stb_stack <= 0;
    end
    always@(posedge clk or posedge rst) begin
        if (rst) begin
            COUNTER <= 0;
            pop_ack_stack <= 0;
        end 
        else if (state == pop_stack || state == pop_stack_ready) begin
            if (state == pop_stack) begin
                COUNTER <= COUNTER + 1;
                pop_ack_stack <= 1;
            end
            else
                pop_ack_stack <= 0;
        end
        else begin
            COUNTER <= 0;
            pop_ack_stack <= 0;
        end
    end
    always@( COUNTER or pop_data_stack or pop_ack_stack) begin
        if (COUNTER == 2'd1 && pop_ack_stack)
            data_a = pop_data_stack;
        else if (COUNTER == 2'd2 && pop_ack_stack) 
            data_b = pop_data_stack;
    end
    always@* begin
        case (actual_operator)
            addition:
                wynik = data_b + data_a;
            subtraction :
                wynik = data_b - data_a;
            multiplication :
                wynik = data_b * data_a;
            default :
                wynik = 0;
        endcase
    end
    always@(state, i_data, wynik) begin
        if ( state == sprawdzenie)            
            push_data_stack = i_data;
        else if ( state == calculate)        
            push_data_stack = wynik;
     end
    stack stack_inst
        (
         .CLK(clk),
         .RST(rst),
         .PUSH_STB(push_stb_stack),
         .PUSH_DAT(push_data_stack),
         .PUSH_ACK(push_ack_stack),
         .POP_STB(pop_stb_stack),
         .POP_DAT(pop_data_stack),
         .POP_ACK(pop_ack_stack)
        );
endmodule
</file>
<file path="./run.sh">
#!/bin/bash
# OpenROAD 26Q1-2900-gdf79404cd8, Yosys 0.63+post, stock flow scripts
make -C /OpenROAD-flow-scripts/flow DESIGN_CONFIG=/design/flow/config.mk WORK_HOME=/design/flow/orfs finish
</file>
==> impl_metrics.tcl <==
# implementation run metrics
set metrics [dict create \
    hp-start "stack_inst.push_ptr[4]" \
    fp.dieW_um 284 \
    warnings 27 \
    fp_util 0.509 \
    via_per_inst 5.83 \
    drt_iter0_markers 1400 \
    crit_path_cell_trace "clkdlybuf4s50_1 -> inv_1 -> nand2_1 -> nor3_2 -> buf_4" \
    worstHoldEndpoint "stack_inst.push_ptr[4]" \
    layout_min_cycle_time_ps 4030 \
    timing.rr.start "push_stb_stack" \
    cts_resized 0 \
    synth.avg_cell_area_um2 11.8 \
    wl_mm 112 \
    grt_pass1_wl_mm 172 \
    fin_util 0.552 \
    ys_top_cells_by_count "512 x edfxtp_1, 436 x inv_1, 410 x fa_1, 356 x and2_1, 228 x nand2_1" \
    timing.setup.tns_ps 0 \
    clockRootBuffer "clkbuf_16" \
    grt_max_degree 35 \
    clockBufferDepth 3 \
    drtAntennaViolNets 0 \
    edf_count 512 \
    path_delay_family "buffers and inverters" \
    synth.most_common_cell "edfxtp_1" \
    ys_seq_elements 631 \
    finalWeightedCongestion 0.971 \
    max-slew-margin-rel 0.319 \
    maxCapViolCount 0 \
    grtUsageTotal 0.313 \
    worst_slew_pin_slew_ps 1020 \
    post-cts-setup-buffer-count 0 \
    io_buffers 40 \
    finalHoldViolCount 0 \
    worstSetupPathType "primary input to register" \
    reg2reg_depth 5 \
    unclocked_pins 106 \
    hpwlAfterDp_mm 75.6 \
    grt-ovfl-total 0 \
    r2r-end "stack_inst.RAM[9][24]" \
    rsz0062_at_grt "no" \
    clock_latency_ps 570 \
    synth_cells 3361 \
    holdWs_ps 547 \
    drive_gt1_frac 0.0601 \
    via_count 25869 \
    yosysUniqueCellTypes 77 \
    slowest_stage "nor3_2" \
    row_count 102 \
    drcViolationCount 0 \
    finalClockPeriodUsage 0.575 \
    ys_area_um2 39700 \
    top_area_cell "edfxtp_1" \
    core_um2 78000 \
    outcome "finished clean" \
    cts_buffers 46 \
    synthArstFlopShare 0.0206 \
    worstPathRequired_ps 7210 \
    reg2reg_slack_ps 3840 \
    area_leaders "edfxtp_1 39%, fa_1 21%, ha_1 5.9%" \
    yosysWarnings 3 \
    antenna_found_initial 2 \
    finClkSkew_ps 16.7 \
    firstDrtPassIters 5 \
    cp.buffers_inverters 3 \
    maxSlewViolCount 0 \
    ys_cells 3361 \
    pin_count 41 \
    worstHoldPathCells 2 \
    postCtsHoldBufs 0 \
    syn2layout_area_growth_pct 8.36 \
    slowest_delay_ps 850 \
    path_max_fanout 22 \
    untimed_endpoints 654 \
    chip_area_um2 80600 \
    setup.worst_path.end_class "register" \
    worstPathArrival_ps 4240 \
    htreeDepth 2 \
    fmax_ghz 0.248 \
    grt_pass1_vias 28157 \
    fp.dieH_um 284 \
    cts.clk_slew.worst_paths_ps 60 \
    top_cell_area_share 0.387 \
    antenna_cells 0 \
    post_drt_wl_per_cell_um 25.2 \
    finalSetupViolations 0 \
    ff_type "edfxtp_1" \
    start_kind "primary input" \
    cts_tree "done" \
    synth_area_um2 39700 \
    hp-class "register to register" \
]
[worst reg2reg max path, cell delays in order (launching register included)]
cell and delay (ps):
dfrtp_1 350, inv_1 60, nor2_1 500, nand2_1 500, nor3_2 850, buf_4 530
[sequential cells by signal (all words and copies together) (netlist names), 3 cells and up]
signal,cells
stack_inst.RAM,512
data_a,32
data_b,32
push_data_stack,32
stack_inst.push_ptr,5
actual_operator,4
next_state,3
state,3
[per-stage QoR]
stage	cells	worst slack [ps]	area, um^2
2_1_floorplan	3361	2240	39700
3_3_place_gp	4350	2360	41500
3_5_place_dp	4350	2320	41500
4_1_cts	4434	2910	43000
5_1_grt	4434	2670	43000
6_report	4434	2970	43000
[placed cells by master (no fill, tap or decap), types with 32 or more instances in the layout]
cell,count
nor2_1,69
xnor2_1,92
buf_4,84
nand3_1,40
edfxtp_1,512
nand4_1,43
xor2_1,49
and2_1,356
dlxtp_1,32
nand2_1,228
inv_1,436
a22oi_1,186
a21oi_1,97
fa_1,410
ha_1,188
dlxtn_1,74
o21ai_0,37
clkbuf_16,47
clkdlybuf4s50_1,40
[routing by layer]
layer	part of all wire	wire length, um	GRT usage	up-vias
met2	0.48	53500	0.477	1472
met1	0.36	39800	0.410	12776
li1	-	-	-	11412
met4	0.033	3730	0.0770	4
met5	0.00024	27	0.00238	-
met3	0.13	14700	0.174	205
[kinds of logic (layout without fill, tap and decap cells)]
group | count (synthesis) | after routing | synth area share
and+or+nand+nor | 842 | 842 | 0.112
buffers and inverters | 611 | 644 | 0.0582
adders and majority gates | 598 | 598 | 0.266
AOI/OAI and AO/OA | 533 | 533 | 0.0964
DFF | 525 | 525 | 0.395
xor gates and xnor gates | 141 | 141 | 0.0311
latches | 106 | 106 | 0.0401
muxes | 5 | 5 | 0.00132
[cell type report]
cell class	instances	area, um^2
multi-input combinational	2119	20300
fill	6296	34900
timing repair buffer	124	1030
clock inverter	23	256
clock buffer	61	1230
inverter	436	1640
sequential	631	17300
tap	1040	1300
[worst max-delay path by stage]
stage	endpoint	start	depth (start not counted)	slack, ps
finish	stack_inst.RAM[9][24]	rst	5	2970
global route	stack_inst.RAM[9][18]	rst	5	2670
CTS	stack_inst.RAM[9][16]	rst	5	2910
